[/design/flow/design.v]
`timescale 1ns / 1ps
module TOP_UART (
    input clk,
    input rst,
    input rx,
    output tx
);
    wire w_rx_done;
    wire [7:0] w_rx_data;
uart U_UART(
    .clk(clk),
    .rst(rst),
    .btn_start(w_rx_done),
    .tx_data_in(w_rx_data),
    .tx_done(),
    .tx(tx),
    .rx(rx),
    .rx_done(w_rx_done),
    .rx_data(w_rx_data)
    );
endmodule
module uart(
    input clk,
    input rst,
    input [7:0] tx_data_in,
    input btn_start,
    output tx,
    output tx_done,
    input        rx,
    output       rx_done,
    output [7:0] rx_data
    );
    wire w_tick;
uart_tx U_UART_TX(
    .clk(clk),
    .rst(rst),
    .tick(w_tick),
    .start_trigger(btn_start),
    .data_in(tx_data_in),
    .o_tx(tx),
    .o_tx_done(tx_done)
);
baud_tick_genp U_BAUD_Tock_Gen(
    .clk(clk),
    .rst(rst),
    .baud_tick(w_tick)
);
uart_rx U_UART_RX(
    .clk(clk),
    .rst(rst),
    .tick(w_tick),
    .rx(rx),
    .rx_done(rx_done),
    .rx_data(rx_data)
);
endmodule
module uart_tx(
    input clk,
    input rst,
    input tick,
    input start_trigger,
    input [7:0] data_in,
    output o_tx, o_tx_done
);
    parameter IDLE = 0, SEND = 1, START = 2, D = 3,
              STOP = 4;
    reg tx_reg, tx_next, tx_done_reg, tx_done_next;
    reg [2:0] bit_cnt_reg, bit_cnt_next;
    reg [3:0] state, next;  
    reg [3:0] tick_cnt_reg, tick_cnt_next ;
    assign o_tx = tx_reg;
    assign o_tx_done = tx_done_reg;
    always @(posedge clk, posedge rst) begin
        if (rst) begin
            state <= 0;
            tx_reg <= 1'b1;  
            tx_done_reg <= 0;
            bit_cnt_reg <= 0;
            tick_cnt_reg <= 0;
        end
        else begin
            state <= next;
            tx_reg <= tx_next;
            tx_done_reg <= tx_done_next;
            bit_cnt_reg <= bit_cnt_next;
            tick_cnt_reg <= tick_cnt_next;
        end
    end
    always @(*) begin
        next = state;
        tx_next = tx_reg;
        tx_done_next = tx_done_reg;
        bit_cnt_next = bit_cnt_reg;
        tick_cnt_next = tick_cnt_reg;
        case (state)
            IDLE : begin
                tx_next = 1'b1;  
                tx_done_next = 1'b0;  
                tick_cnt_next = 4'h0;  
                if(start_trigger) begin 
                    next = START;
                end
            end
            SEND : begin
                if(tick == 1'b1) begin
                    next = START;
                end
            end
            START : begin
                tx_done_next = 1'b1;
                tx_next = 1'b0;  
                if(tick == 1'b1) begin
                    if(tick_cnt_reg == 15) begin
                        next = D;
                        tick_cnt_next = 1'b0;
                        bit_cnt_next = 1'b0;  
                    end
                    else begin
                        tick_cnt_next = tick_cnt_reg + 1;
                    end
                end
            end
            D : begin 
                tx_next = data_in[bit_cnt_reg];  
                if(tick) begin
                    if(tick_cnt_reg == 15) begin
                        tick_cnt_next = 0;
                        if(bit_cnt_reg == 7) begin
                            next = STOP;
                        end
                        else begin 
                            next = D;
                            bit_cnt_next = bit_cnt_reg + 1;  
                        end
                    end 
                    else begin
                        tick_cnt_next = tick_cnt_reg + 1;
                    end
                end
            end
            STOP : begin
                tx_next = 1'b1;
                if(tick == 1'b1) begin
                    if(tick_cnt_reg == 15) begin
                        next = IDLE;
                        tick_cnt_next = 1'b0;
                    end
                    else begin 
                        tick_cnt_next = tick_cnt_reg + 1;
                    end
                end
            end
        endcase
    end
endmodule
module uart_rx (
    input clk,
    input rst,
    input tick,
    input rx,
    output rx_done,
    output [7:0] rx_data
);
    localparam IDLE = 0, START = 1, DATA = 2, STOP =3;
    reg rx_done_reg, rx_done_next;
    reg [1:0] state,next;
    reg [2:0] bit_cnt_reg, bit_cnt_next;
    reg [4:0] tick_cnt_reg, tick_cnt_next;
    reg [7:0] rx_data_reg, rx_data_next;
    assign rx_done = rx_done_reg;
    assign rx_data = rx_data_reg;
    always @(posedge clk, posedge rst) begin
        if(rst) begin
            state           <= 0;
            rx_done_reg     <= 0;
            bit_cnt_reg     <= 0;
            tick_cnt_reg    <= 0;
            rx_data_reg     <= 0;
        end
        else begin
            state           <= next;
            rx_done_reg     <= rx_done_next;
            bit_cnt_reg     <= bit_cnt_next;
            tick_cnt_reg    <= tick_cnt_next;
            rx_data_reg     <= rx_data_next;
        end
    end
    always @(*) begin
        next = state;
        tick_cnt_next = tick_cnt_reg;
        bit_cnt_next = bit_cnt_reg;
        rx_done_next = 1'b0;
        rx_data_next = rx_data_reg;
        case (state)
            IDLE: begin
                tick_cnt_next = 0;
                bit_cnt_next = 0;
                rx_done_next = 1'b0;
                if(rx==1'b0) begin
                    next = START;
                end
            end
            START: begin
                if(tick == 1'b1) begin
                    if(tick_cnt_reg == 7) begin
                        next = DATA;
                        tick_cnt_next = 0;
                    end
                    else begin
                        tick_cnt_next = tick_cnt_reg + 1;
                    end
                end
            end
            DATA: begin
                if(tick == 1'b1) begin
                    if(tick_cnt_reg == 15 ) begin
                        rx_data_next [bit_cnt_reg] = rx;
                        if(bit_cnt_reg == 7) begin
                            next = STOP;
                            bit_cnt_next = 0;
                            tick_cnt_next = 0;  
                        end
                        else begin
                            next = DATA;
                            bit_cnt_next = bit_cnt_reg + 1;
                            tick_cnt_next = 0;
                        end
                    end
                    else begin
                        tick_cnt_next = tick_cnt_reg + 1;
                    end
                end
            end
            STOP: begin
                if(tick) begin
                    if(tick_cnt_reg == 23) begin
                        rx_done_next = 1'b1;
                        next = IDLE;
                    end
                    else begin
                        tick_cnt_next = tick_cnt_reg + 1;
                    end
                end
            end  
        endcase
    end
endmodule
module baud_tick_genp (
    input clk,
    input rst,
    output baud_tick
);
    parameter BAUD_RATE = 9600;  
    localparam BAUD_COUNT = (100_000_000/BAUD_RATE)/16;
    reg [$clog2(BAUD_COUNT)-1:0] cnt_reg, cnt_next;
    reg tick_reg, tick_next;
    assign baud_tick = tick_reg;
    always @(posedge clk, posedge rst) begin
        if(rst) begin
            tick_reg <= 0;
            cnt_reg <= 0;
        end
        else begin
            cnt_reg <= cnt_next;
            tick_reg <= tick_next;
        end 
    end
    always @(*) begin
        cnt_next = cnt_reg;
        tick_next = tick_reg;
        if(cnt_reg == BAUD_COUNT-1) begin
            cnt_next = 0;
            tick_next = 1'b1; 
        end
        else begin
            cnt_next = cnt_reg + 1;
            tick_next = 1'b0;
        end
    end
endmodule
[/design/flow/run.sh]
#!/bin/bash
# OpenROAD 26Q1-2900-gdf79404cd8, Yosys 0.63+post, stock flow scripts
make -C /OpenROAD-flow-scripts/flow DESIGN_CONFIG=/design/flow/config.mk WORK_HOME=/design/flow/orfs finish
[/design/flow/config.mk]
export PLATFORM = sky130hd
export DESIGN_NAME = TOP_UART
export DESIGN_NICKNAME = TOP_UART
export VERILOG_FILES = /design/flow/design.v
export SDC_FILE = /design/flow/constraint.sdc
export NUM_CORES = 4
export LEC_CHECK = 1
export CORE_UTILIZATION = 30
[/design/flow/constraint.sdc]
current_design TOP_UART

set clk_period 2.7
set clk_io_pct 0.2

create_clock -name clk0 -period $clk_period [get_ports {clk}]

set non_clock_inputs [all_inputs -no_clocks]
set_input_delay [expr $clk_period * $clk_io_pct] -clock clk0 $non_clock_inputs
set_output_delay [expr $clk_period * $clk_io_pct] -clock clk0 [all_outputs]
==> results_dict.tcl <==
# flow metrics
set metrics [dict create \
    outcome "finished clean" \
    finalMaxSlewViolations 0 \
    hp-class "reg -> reg" \
    worst_slew_pin_slew_ns 0.583 \
    row_count 31 \
    antenna_left 0 \
    met1_usage 0.173 \
    core_area_um2 7290 \
    post-cts-setup-buffers 0 \
    power_frac_seq 0.562 \
    clkTransAtPathRegs_ns 0.09 \
    cp_max_fo 7 \
    p_switching_mw 0.236 \
    internal-power_mw 0.940 \
    htreeDepth 2 \
    seq_area_frac_synth 0.487 \
    cts.sink_count 44 \
    port_buffers 3 \
    dp.cells 319 \
    drt_wl_total_mm 3.65 \
    startpoint_type "flip-flop" \
    period_minus_slack_ns 2.20 \
    clockBufferDepth 2 \
    die_w_um 89.0 \
    n_antenna_cell 0 \
    hold_violations 0 \
    register_area_um2 1100 \
    grt_use_total 0.107 \
    cts_root_buf "clkbuf_8" \
    setup-violations-final 0 \
    p_sw_frac 0.201 \
    use_met3 0.0243 \
    cts_resized 0 \
    largest_register_ffs 10 \
    setup_tns_ns 0 \
    drt_iter0_markers 46 \
    die_area_um2 7920 \
    whs_ns 0.434 \
    first_global_vias 1428 \
    cp.required_ns 2.88 \
    gp_congestion 0.807 \
    cts-buffers-inserted 5 \
    comb_area_um2 1100 \
    insertion_delay_ns 0.29 \
    final_layout_size_suffix_gt1_frac 0.0833 \
    tool_warnings 30 \
    drtPass1Iterations 4 \
    initial_core_util 0.311 \
    grt_pass1_wl_mm 6.53 \
    synthesis.area_um2 2270 \
    power_density_nw_per_um2 465 \
    grt_antenna_before_repair 0 \
    grt_max_degree 45 \
    viasPerCell 4.74 \
    busiest_layer "met1" \
    fin_cells 327 \
    finalClockPeriodUsage 0.816 \
    path_class "reg -> reg" \
    clkPwrFrac 0.420 \
    cts_tree "built" \
    grt_util_met2 0.156 \
    hpwl_mm 2.63 \
    die_h_um 89.0 \
    utilization 0.346 \
    maxSlewHeadroom 0.606 \
    drv_cap 0 \
    synth_area_per_cell_um2 10.3 \
    p_comb_frac 0.017 \
    rsz0062_at_grt "no" \
    drc 0 \
    synth_cells 220 \
    fmax_mhz 454 \
    ctsHoldBuffers 0 \
    wl_per_cell_um 11.2 \
    grt_overflow 0 \
    worst-endpoint-arrival_ns 2.39 \
    clock_skew_ns 0.00709 \
    ioPinCount 4 \
    vias 1549 \
    yosysUniqueCellTypes 45 \
    yosys-stat-cells 220 \
    yosysWarnings 3 \
    power.leakage_nw 1.10 \
    vdd_ir_drop_max_uv 209 \
    numSynthFlops 44 \
    area_growth_pct 11.2 \
    ys_chip_area_um2 2270 \
    end_kind "flip-flop" \
    fill_cells 747 \
]
## power by group through the flow
stage | Combinational [mW] | Clock, mW | Sequential [mW]
6_report | 0.0206 | 0.494 | 0.661
5_1_grt | 0.0244 | 0.546 | 0.661
4_1_cts | 0.0220 | 0.520 | 0.661
## cells in the final DEF, fill, tap and decap left out, drive strengths merged, types with 4 or more instances in the layout
master  count
a21oi       4
a22o       15
and3        4
clkbuf      5
dfrtp      41
ha         13
inv        12
nand2      24
nand3      13
nor2       19
o21ai      20
o31ai       4
xnor2       6
## stage by stage
step	power, mW	setup slack (ns)	instance area (µm²)
detailed placement	0.696	0.494	2410
finish	1.18	0.496	2530
CTS	1.20	0.481	2530
global route	1.23	0.351	2530
global placement	0.696	0.542	2410
floorplan	0.686	0.647	2270
## area by class of cell
| class | instances | area share |
|---|---|---|
| tap | 99 | 0.0490 |
| timing repair buffer | 4 | 0.0149 |
| clock inverter | 3 | 0.0168 |
| multi-input combinational | 159 | 0.435 |
| inverter | 13 | 0.0193 |
| clock buffer | 5 | 0.0272 |
| sequential | 44 | 0.437 |
## final timing paths
check | from | cells after the start | slack [ns] | endpoint
worst min register to register | U_UART.U_UART_RX.rx_done_reg$_DFF_PP0_ | 1 | 0.43 | U_UART.U_UART_TX.state[0]$_DFF_PP1_
worst max-delay path | U_UART.U_UART_RX.tick_cnt_reg[0]$_DFFE_PP0P_ | 7 | 0.50 | U_UART.U_UART_RX.rx_data_reg[4]$_DFFE_PP0P_
max in group asynchronous | rst | 3 | 1.64 | U_UART.U_BAUD_Tock_Gen.cnt_reg[0]$_DFF_PP0_
min in group asynchronous | rst | 3 | 0.68 | U_UART.U_BAUD_Tock_Gen.cnt_reg[5]$_DFF_PP0_
worst max register to register | U_UART.U_UART_RX.tick_cnt_reg[0]$_DFFE_PP0P_ | 7 | 0.50 | U_UART.U_UART_RX.rx_data_reg[4]$_DFFE_PP0P_
worst min-delay path | U_UART.U_UART_RX.rx_done_reg$_DFF_PP0_ | 1 | 0.43 | U_UART.U_UART_TX.state[0]$_DFF_PP1_
## logic make-up (layout without fill, tap and decap cells)
| group | count (synthesis) | after routing | share of synthesized area |
|---|---|---|---|
| buffers and inverters | 17 | 25 | 0.0292 |
| DFF | 44 | 44 | 0.487 |
| adders and majority gates | 13 | 13 | 0.0716 |
| AOI/OAI and AO/OA | 53 | 53 | 0.159 |
| muxes | 7 | 7 | 0.0397 |
| xor gates and xnor gates | 8 | 8 | 0.0309 |
| and+or+nand+nor | 78 | 78 | 0.183 |
## worst max-delay path, cell delays in order, from the launching register on
cell and delay (ns):
dfrtp_1 0.41, ha_1 0.26, and3_1 0.21, ha_1 0.21, a21boi_1 0.43, nor4b_4 0.13, nand3b_1 0.12, mux2_1 0.31
## synth_stat cells (all sizes together)
cell	count	area [µm²]
dfrtp	41	1030
nand2	24	90.1
o21ai	20	100
nor2	19	71.3
a22o	15	131
ha	13	163
inv	13	48.8
nand3	13	70.1
xnor2	6	52.6
a21oi	4	20.0
and3	4	25.0
o31ai	4	30.0
dfstp	3	78.8
mux2	3	37.5
mux2i	3	30.0
nor3	3	15.0
a21boi	2	15.0
and4	2	17.5
buf	2	10.0
clkbuf	2	7.51
nand2b	2	12.5
nand3b	2	15.0
nor4b	2	32.5
xor2	2	17.5
a211oi	1	7.51
a21o	1	7.51
a22oi	1	7.51
and2	1	6.26
and3b	1	8.76
mux4	1	22.5
nand4	1	6.26
nand4b	1	8.76
nor3b	1	7.51
nor4	1	21.3
o22a	1	8.76
o22ai	1	6.26
o311ai	1	8.76
o31a	1	8.76
o32ai	1	8.76
or2	1	8.76
## routing by layer
metal	routed length, µm	vias up
li1	-	810
met1	2010	725
met2	1490	9
met3	97	5
met4	47	0
met5	0	-
Power is estimated from default activity; no workload was simulated.
