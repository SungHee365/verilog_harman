`./config.mk`:
```
export PLATFORM = sky130hd
export DESIGN_NAME = send_tx
export DESIGN_NICKNAME = send_tx
export VERILOG_FILES = /design/flow/design.v
export SDC_FILE = /design/flow/constraint.sdc
export NUM_CORES = 4
export LEC_CHECK = 1
export CORE_UTILIZATION = 30
```
`./run.sh`:
```
#!/bin/bash
# OpenROAD 26Q1-2900-gdf79404cd8, Yosys 0.63+post, stock flow scripts
make -C /OpenROAD-flow-scripts/flow DESIGN_CONFIG=/design/flow/config.mk WORK_HOME=/design/flow/orfs finish
```
`./constraint.sdc`:
```
current_design send_tx

set clk_period 1.7
set clk_io_pct 0.2

create_clock -name clk0 -period $clk_period [get_ports {clk}]

set non_clock_inputs [all_inputs -no_clocks]
set_input_delay [expr $clk_period * $clk_io_pct] -clock clk0 $non_clock_inputs
set_output_delay [expr $clk_period * $clk_io_pct] -clock clk0 [all_outputs]
```
`./design.v`:
```
`timescale 1ns / 1ps
module btn_debounce(
    input clk,
    input rst,
    input i_btn,
    output o_btn
    );
    reg [7:0] q_reg, q_next;     
    reg edge_detect;
    wire btn_debounce;
    reg [$clog2(100)-1:0] counter;
    reg r_1khz;
    always @(posedge clk, posedge rst) begin
        if (rst) begin
            counter <= 0;
            r_1khz <=0;
        end else begin
            if (counter == 100 - 1) begin
                counter <= 0;
                r_1khz <= 1'b1;  
            end else begin   
                counter <= counter + 1;
                r_1khz <= 1'b0; 
            end
        end
    end
    always @(posedge r_1khz, posedge rst) begin
        if (rst) begin
            q_reg <= 0;
        end else begin
            q_reg <= q_next;
        end
    end
    always @(i_btn, r_1khz) begin    
        q_next = {i_btn,q_reg[7:1]} ;    
    end
    assign btn_debounce = &q_reg;
    always @(posedge clk, posedge rst) begin
        if (rst) begin
            edge_detect <= 1'b0;
        end else begin
            edge_detect <= btn_debounce;
        end
    end
    assign o_btn = btn_debounce & (~edge_detect);
endmodule
`timescale 1ns / 1ps
module send_tx(
    input clk,
    input rst,
    input btn_start,
    output tx,
    output o_tx_done
    );
    parameter IDLE = 0, START = 1, SEND = 2;
    reg[1:0] state, next;   
    reg [3:0] send_cnt_reg, send_cnt_next;  
    reg [7:0] send_tx_data_reg, send_tx_data_next;  
    reg send_reg, send_next;  
    wire w_btn_start;
btn_debounce U_btn_DB(
    .clk(clk),
    .rst(rst),
    .i_btn(btn_start),
    .o_btn(w_btn_start)
    );
uart U_uart(
    .clk(clk),
    .rst(rst),
    .btn_start(send_reg ),
    .tx_data_in(send_tx_data_reg),
    .tx(tx),
    .tx_done(o_tx_done)
    );
    always @(posedge clk, posedge rst) begin
        if(rst) begin
            send_tx_data_reg <= "0";
            state <= IDLE;
            send_cnt_reg <= 0;
            send_reg <= 0;
        end
        else begin
            send_tx_data_reg <= send_tx_data_next;
            state <= next;
            send_cnt_reg <= send_cnt_next;
            send_reg <= send_next;
        end
    end
    always @(*) begin
        send_tx_data_next = send_tx_data_reg;
        send_next = 0;
        send_cnt_next = send_cnt_reg;
        next = state;
        case (state)
            IDLE: begin
                send_next = 1'b0;
                send_cnt_next = 0;
                if (w_btn_start == 1'b1) begin 
                    next = START;
                    send_next = 1;
                end
            end 
            START: begin
                send_next = 1'b0;
                if(o_tx_done == 1'b1) begin
                    next = SEND;
                end
            end
            SEND: begin
                if(o_tx_done == 1'b0) begin
                    send_next = 1'b1;  
                    send_cnt_next = send_cnt_reg + 1;
                    if(send_cnt_reg == 15)begin
                        next = IDLE;
                    end
                    else begin
                        next = START;
                    end
                    if(send_tx_data_reg == "z") begin
                        send_tx_data_next = "0";
                    end
                    else begin
                        send_tx_data_next = send_tx_data_reg + 1;  
                    end
                end
            end
        endcase
    end
endmodule
`timescale 1ns / 1ps
module TOP_UART (
    input clk,
    input rst,
    input rx,
    output tx
);
    wire w_rx_done;
    wire [7:0] w_rx_data;
uart U_UART(
    .clk(clk),
    .rst(rst),
    .btn_start(w_rx_done),
    .tx_data_in(w_rx_data),
    .tx_done(),
    .tx(tx),
    .rx(rx),
    .rx_done(w_rx_done),
    .rx_data(w_rx_data)
    );
endmodule
module uart(
    input clk,
    input rst,
    input [7:0] tx_data_in,
    input btn_start,
    output tx,
    output tx_done,
    input        rx,
    output       rx_done,
    output [7:0] rx_data
    );
    wire w_tick;
uart_tx U_UART_TX(
    .clk(clk),
    .rst(rst),
    .tick(w_tick),
    .start_trigger(btn_start),
    .data_in(tx_data_in),
    .o_tx(tx),
    .o_tx_done(tx_done)
);
baud_tick_genp U_BAUD_Tock_Gen(
    .clk(clk),
    .rst(rst),
    .baud_tick(w_tick)
);
uart_rx U_UART_RX(
    .clk(clk),
    .rst(rst),
    .tick(w_tick),
    .rx(rx),
    .rx_done(rx_done),
    .rx_data(rx_data)
);
endmodule
module uart_tx(
    input clk,
    input rst,
    input tick,
    input start_trigger,
    input [7:0] data_in,
    output o_tx, o_tx_done
);
    parameter IDLE = 0, SEND = 1, START = 2, D = 3,
              STOP = 4;
    reg tx_reg, tx_next, tx_done_reg, tx_done_next;
    reg [2:0] bit_cnt_reg, bit_cnt_next;
    reg [3:0] state, next;  
    reg [3:0] tick_cnt_reg, tick_cnt_next ;
    assign o_tx = tx_reg;
    assign o_tx_done = tx_done_reg;
    always @(posedge clk, posedge rst) begin
        if (rst) begin
            state <= 0;
            tx_reg <= 1'b1;  
            tx_done_reg <= 0;
            bit_cnt_reg <= 0;
            tick_cnt_reg <= 0;
        end
        else begin
            state <= next;
            tx_reg <= tx_next;
            tx_done_reg <= tx_done_next;
            bit_cnt_reg <= bit_cnt_next;
            tick_cnt_reg <= tick_cnt_next;
        end
    end
    always @(*) begin
        next = state;
        tx_next = tx_reg;
        tx_done_next = tx_done_reg;
        bit_cnt_next = bit_cnt_reg;
        tick_cnt_next = tick_cnt_reg;
        case (state)
            IDLE : begin
                tx_next = 1'b1;  
                tx_done_next = 1'b0;  
                tick_cnt_next = 4'h0;  
                if(start_trigger) begin 
                    next = START;
                end
            end
            SEND : begin
                if(tick == 1'b1) begin
                    next = START;
                end
            end
            START : begin
                tx_done_next = 1'b1;
                tx_next = 1'b0;  
                if(tick == 1'b1) begin
                    if(tick_cnt_reg == 15) begin
                        next = D;
                        tick_cnt_next = 1'b0;
                        bit_cnt_next = 1'b0;  
                    end
                    else begin
                        tick_cnt_next = tick_cnt_reg + 1;
                    end
                end
            end
            D : begin 
                tx_next = data_in[bit_cnt_reg];  
                if(tick) begin
                    if(tick_cnt_reg == 15) begin
                        tick_cnt_next = 0;
                        if(bit_cnt_reg == 7) begin
                            next = STOP;
                        end
                        else begin 
                            next = D;
                            bit_cnt_next = bit_cnt_reg + 1;  
                        end
                    end 
                    else begin
                        tick_cnt_next = tick_cnt_reg + 1;
                    end
                end
            end
            STOP : begin
                tx_next = 1'b1;
                if(tick == 1'b1) begin
                    if(tick_cnt_reg == 15) begin
                        next = IDLE;
                        tick_cnt_next = 1'b0;
                    end
                    else begin 
                        tick_cnt_next = tick_cnt_reg + 1;
                    end
                end
            end
        endcase
    end
endmodule
module uart_rx (
    input clk,
    input rst,
    input tick,
    input rx,
    output rx_done,
    output [7:0] rx_data
);
    localparam IDLE = 0, START = 1, DATA = 2, STOP =3;
    reg rx_done_reg, rx_done_next;
    reg [1:0] state,next;
    reg [2:0] bit_cnt_reg, bit_cnt_next;
    reg [4:0] tick_cnt_reg, tick_cnt_next;
    reg [7:0] rx_data_reg, rx_data_next;
    assign rx_done = rx_done_reg;
    assign rx_data = rx_data_reg;
    always @(posedge clk, posedge rst) begin
        if(rst) begin
            state           <= 0;
            rx_done_reg     <= 0;
            bit_cnt_reg     <= 0;
            tick_cnt_reg    <= 0;
            rx_data_reg     <= 0;
        end
        else begin
            state           <= next;
            rx_done_reg     <= rx_done_next;
            bit_cnt_reg     <= bit_cnt_next;
            tick_cnt_reg    <= tick_cnt_next;
            rx_data_reg     <= rx_data_next;
        end
    end
    always @(*) begin
        next = state;
        tick_cnt_next = tick_cnt_reg;
        bit_cnt_next = bit_cnt_reg;
        rx_done_next = 1'b0;
        rx_data_next = rx_data_reg;
        case (state)
            IDLE: begin
                tick_cnt_next = 0;
                bit_cnt_next = 0;
                rx_done_next = 1'b0;
                if(rx==1'b0) begin
                    next = START;
                end
            end
            START: begin
                if(tick == 1'b1) begin
                    if(tick_cnt_reg == 7) begin
                        next = DATA;
                        tick_cnt_next = 0;
                    end
                    else begin
                        tick_cnt_next = tick_cnt_reg + 1;
                    end
                end
            end
            DATA: begin
                if(tick == 1'b1) begin
                    if(tick_cnt_reg == 15 ) begin
                        rx_data_next [bit_cnt_reg] = rx;
                        if(bit_cnt_reg == 7) begin
                            next = STOP;
                            bit_cnt_next = 0;
                            tick_cnt_next = 0;  
                        end
                        else begin
                            next = DATA;
                            bit_cnt_next = bit_cnt_reg + 1;
                            tick_cnt_next = 0;
                        end
                    end
                    else begin
                        tick_cnt_next = tick_cnt_reg + 1;
                    end
                end
            end
            STOP: begin
                if(tick) begin
                    if(tick_cnt_reg == 23) begin
                        rx_done_next = 1'b1;
                        next = IDLE;
                    end
                    else begin
                        tick_cnt_next = tick_cnt_reg + 1;
                    end
                end
            end  
        endcase
    end
endmodule
module baud_tick_genp (
    input clk,
    input rst,
    output baud_tick
);
    parameter BAUD_RATE = 9600;  
    localparam BAUD_COUNT = (100_000_000/BAUD_RATE)/16;
    reg [$clog2(BAUD_COUNT)-1:0] cnt_reg, cnt_next;
    reg tick_reg, tick_next;
    assign baud_tick = tick_reg;
    always @(posedge clk, posedge rst) begin
        if(rst) begin
            tick_reg <= 0;
            cnt_reg <= 0;
        end
        else begin
            cnt_reg <= cnt_next;
            tick_reg <= tick_next;
        end 
    end
    always @(*) begin
        cnt_next = cnt_reg;
        tick_next = tick_reg;
        if(cnt_reg == BAUD_COUNT-1) begin
            cnt_next = 0;
            tick_next = 1'b1; 
        end
        else begin
            cnt_next = cnt_reg + 1;
            tick_next = 1'b0;
        end
    end
endmodule
```
==> qor.csv <==
stage,metric,value,unit
min_path,min_from,send_reg,
critical_path,cp_num_cells,1,
logic_synthesis,mux_area_frac,0.0309,
logic_synthesis,syn-cell-area,2550,um2
logic_synthesis,ys_sh_simple,0.172,
critical_path,start_kind,flip-flop,
floorplanning,fp.coreArea,8220,um2
logic_synthesis,ys_sh_xor,0.0584,
clock_tree,clock.latency.late_pin,0.30,ns
critical_path,crit_family,flip-flops,
drt,post-route-drc-count,0,
drt,dr.pass1.iters,4,
critical_path,slowest_delay,0.54,ns
global_routing,grt_pass1_vias,1526,
sta,fin_ws,0.0784,ns
floorplanning,die_h,94.2,um
sta,holdWs,0.441,ns
logic_synthesis,synth_warnings,5,
sta,finalSetupTns,0,ns
drt,viasPerCell,4.79,
clock_tree,clockRootBuffer,clkbuf_8,
layout,instances_no_fill,333,
logic_synthesis,logic_family,simple AND/OR/NAND/NOR gates,
logic_synthesis,syn_inst,220,
clock_tree,cts_made_buffers,5,
critical_path,critPathCapture,tx,
floorplanning,rows,33,
logic_synthesis,synthTopCellsByArea,"dfrtp_1, dfstp_2, ha_1",
layout,syn_to_final_growth,9.86,%
critical_path,crit_path_start,U_uart.U_UART_TX.tx_reg,
logic_synthesis,ys_seq_share,0.562,
pwr,ir_drop,0.494,mV
floorplanning,die_width,94.2,um
logic_synthesis,ys_cells,220,
critical_path,critPathMaxFanout,2,
critical_path,required,1.36,ns
drt,ant_nets,0,
drt,drt_iter0_drc,74,
logic_synthesis,ys_chip_area,2550,um2
placement,port_buffers,4,
logic_synthesis,ys_ff,57,
floorplanning,io_pins,5,
min_path,hp-class,flip-flop to flip-flop,
sta,tightest_slew,0.399,ns
critical_path,reg2reg_depth,5,
logic_synthesis,yosysTopAreaCell,dfrtp_1,
sta,rsz0062_at_grt,no,
global_routing,antenna_found_initial,0,
sta,finalCriticalPeriod,1.62,ns
clock_tree,htreeDepth,2,
placement,dp.cells,326,
clock_tree,cts_buffer_depth,2,
logic_synthesis,ys_types,43,
sta,hold_viol,0,
critical_path,r2r_end,U_uart.U_UART_TX.bit_cnt_reg[0],
drt,n_antenna_cell,0,
critical_path,cp.arrival,1.28,ns
global_routing,grt_pass1_wl,6.97,mm
drt,vias,1596,
global_routing,gr-total-overflow,0,
sta,finalCritPeriodShare,0.954,
critical_path,path_class,flip-flop to primary output,
critical_path,worst-r2r-setup-slack,0.15,ns
sta,relSlewSlack,0.730,
placement,dp_hpwl,2.61,mm
global_routing,grt_start_max_net_pins,58,
sta,slew_violations,0,
pwr,power_leakage,1.23,nW
sta,fin_worst_skew,0.00798,ns
critical_path,slowest_stage,dfstp_2,
layout,largest_reg_flops,10,
clock_tree,cts.reportedPaths.clkPinSlew,0.09,ns
sta,setup-violations-final,0,
critical_path,crit_buf_inv,1,
critical_path,cp-end-kind,primary output,
pwr,p_per_area,659,nW/um2
floorplanning,die_area,8880,um2
logic_synthesis,syn_avg_cell_area,11.6,um2
clock_tree,cts_tree,done,
sta,max_freq,617,MHz
run,openroad.warnings,27,
outcome,status,finished clean,
logic_synthesis,top_area_frac,0.510,
sta,untimed_endpoints,9,
logic_synthesis,synthAoiAreaFrac,0.112,
drt,wl_per_cell,11.7,um
floorplanning,fp_util,0.310,
critical_path,cp_cell_sequence,clkdlybuf4s50_1,
critical_path,reg2reg_from,U_uart.U_UART_TX.tick_cnt_reg[0],
placement,gp_congestion,0.791,
logic_synthesis,adder_share,0.0441,
drt,wirelength,3.89,mm
clock_tree,post-cts-setup-buffers,0,
layout,drive_gt1_frac,0.0965,
sta,unclocked_regs,8,
global_routing,grt_usage,0.0988,
placement,place_ws,0.182,ns
run,maxCapViolations,0,
[worst min-delay path by stage]
stage                                to  slack, ns  cells past startpoint
CTS           U_uart.U_UART_TX.state[0]       0.45                      1
finish        U_uart.U_UART_TX.state[0]       0.44                      1
global route            U_btn_DB.r_1khz       0.49                      3
[repair_timing]
item | in CTS | in global routing
hold buffers | 0 | 0
endpoints found under the setup margin | 1 | 0
resized | 1 | 0
[power by group]
group | switching [mW] | total (mW) | internal, mW | leakage, nW
clock | 0.364 | 0.645 | 0.281 | 0.0410
sequential | 0 | 1.16 | 1.16 | 0.738
combinational | 0.0267 | 0.0361 | 0.00935 | 0.446
total | 0.391 | 1.85 | 1.45 | 1.23
[per-stage QoR]
| step | util | power (mW) | instance area [um2] |
|---|---|---|---|
| floorplan | - | 1.21 | 2550 |
| global placement | 0.332 | 1.23 | 2720 |
| detailed placement | 0.332 | 1.23 | 2720 |
| CTS | 0.341 | 1.87 | 2800 |
| global route | 0.341 | 1.91 | 2800 |
| finish | 0.341 | 1.85 | 2800 |
[Yosys cell counts]
master and number:
nand2_1 16, o31ai_1 2, nor4b_1 1, nand3b_1 1, a21o_1 2, a31oi_1 1
a22o_1 12, a211oi_1 1, nor4b_4 1, nand2b_1 2, buf_2 3, xor2_1 6
ha_1 9, nand4_1 10, nor3_2 1, nand4_2 1, nor4bb_1 1, nor2b_1 3
dfrtp_1 52, a21oi_1 8, and4_1 2, mux4_1 1, nand4b_1 1, dfstp_2 5
nand3_1 11, o21ai_1 2, or3_1 1, nor3_1 2, nor2b_4 1, xnor2_1 11
o311ai_0 1, and3_1 4, o211ai_1 1, o21ai_0 10, nor3b_2 1, o21a_1 1
nor2_1 17, inv_1 6, mux2_2 2, mux2i_1 3, o22ai_1 1, a21boi_0 1
buf_4 2
[area by class of cell]
class                   count  area, um2
flip-flops and latches     57       1430
multi-input cells         152       1070
inverters                   6       26.3
fillers                   823       5410
repair buffers              6       67.6
clock inverters             1       5.00
clock buffers               6       72.6
well taps                 105        131
[cells in the final DEF, fill, tap and decap left out, types with 6 or more instances in the layout]
cell type / Yosys / routed
a21oi_1: 8 / 8
a22o_1: 12 / 12
dfrtp_1: 52 / 51
ha_1: 9 / 9
nand2_1: 16 / 16
nand3_1: 11 / 11
nand4_1: 10 / 10
nor2_1: 17 / 17
o21ai_0: 10 / 10
xnor2_1: 11 / 11
xor2_1: 6 / 6
[metal layers]
| layer | global-route usage | vias up | part of all wire |
|---|---|---|---|
| met1 | 0.162 | 766 | 0.55 |
| met3 | 0.0189 | 5 | 0.025 |
| met4 | 0.0103 | 0 | 0.0080 |
| met2 | 0.144 | 14 | 0.42 |
| li1 | - | 811 | - |
| met5 | 0 | - | 0 |
[cell families after synthesis]
kind of cell | after synthesis
AND-OR/OR-AND | 43
adder cells (fa/ha/maj) | 9
flip-flops | 57
AND/OR/NAND/NOR | 77
XOR/XNOR | 17
multiplexers | 6
buffers and inverters | 11
[worst reg2reg max path, delay by kind of cell, from the launching register on]
kind	cells	cell delay, ns
mux	1	0.27
compound gates	1	0.22
flops	1	0.42
fa+ha+maj	1	0.28
simple gates	2	0.25
Power figures rest on the tool's default switching activity, not on a simulated workload.
